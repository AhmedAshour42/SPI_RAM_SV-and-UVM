===== flow/design.v =====
module slave(MOSI,SS_n,clk,rst_n,tx_valid,tx_data,rx_data,rx_valid,MISO);
	input MOSI,SS_n,clk,rst_n,tx_valid;
	input [7:0] tx_data;
	output reg [9:0] rx_data;
	output reg rx_valid;
	output reg MISO;
	parameter IDLE = 3'b000;
	parameter READ_DATA = 3'b001;
	parameter READ_ADD = 3'b010;
	parameter CHK_CMD = 3'b011;
	parameter WRITE = 3'b100;
	reg [2:0] cs,ns;
	reg start_to_give,start_to_take;
	reg [7:0] temp;
	reg rd_addr_received;
	reg [5:0] i;
	reg [5:0] j;
	always@(posedge clk or negedge rst_n)	begin
		if(~rst_n)	begin
			cs <= IDLE ;
		end
		else	begin
			cs <= ns ;
		end
	end
	always@(cs,SS_n,MOSI)	begin
		case(cs)
			IDLE:
				if(SS_n)		begin
					ns <= IDLE ;
				end
				else	begin
					ns <= CHK_CMD ;
				end
			READ_DATA:
				if(~SS_n)	begin
					ns <= READ_DATA ;
				end
				else	begin
					ns <= IDLE ;
				end
			READ_ADD:
				if(~SS_n)	begin
					ns <= READ_ADD ;
				end
				else	begin
					ns <= IDLE ;
				end
			CHK_CMD:
				if( (~SS_n) && (MOSI == 1) && rd_addr_received )	begin
					ns <= READ_DATA ;
				end
				else if( (~SS_n) && (MOSI == 1) )	begin
					ns <= READ_ADD ;
				end
				else if ( (~SS_n) && (MOSI == 0) )	begin
					ns <= WRITE ;
				end
				else if (SS_n)	begin
					ns <= IDLE ;
				end
			WRITE:
				if(~SS_n)	begin
					ns <= WRITE ;
				end
				else	begin
					ns <= IDLE ;
				end
			default: ns <= IDLE;
		endcase
	end
	always@ (posedge tx_valid or negedge rst_n)begin
		if (!rst_n) begin
			start_to_take <=0;
			temp <= 0;
		end
		else begin
			start_to_take <=1;
			temp <= tx_data;
		end
	end
	always@(posedge clk)	begin
		if (!rst_n) begin
			MISO<=0;
		    i <= 0 ;
			j <= 7;
			rx_data <= 0;
			rx_valid <= 0;
		end
		else begin 
			case (cs)
		    	IDLE:begin
		    		if (!start_to_take) begin
						MISO<=0;
						j <= 7;
					end
		    		i <= 0 ;
					rx_data <= 0;
					rx_valid <= 0;
		    	end
		    	CHK_CMD:begin
		    	    start_to_give <= 1;
		    	    i <= 0 ;
		   		end
			    WRITE:begin
			    	if (start_to_give ==1)	begin
						rx_data <= {rx_data[8:0],MOSI};
						if (i==9) begin
							i<=0;
							start_to_give <= 0;
							if ( (rx_data[8]==1'b0) && (!SS_n)) begin
								rx_valid <=1;
							end
						end
						else  begin
							i <= i + 1 ;
							rx_valid <= 0;
						end
					end
					else begin
						rx_valid <=0;
					end
		    	end
	    		READ_ADD:begin
	    			if (start_to_give ==1)	begin
						rx_data <= {rx_data[8:0],MOSI};
						if (i==9) begin
							i<=0;
							start_to_give <= 0;
							if ( (rx_data[8:7]==2'b10) && (!SS_n) ) begin
								rx_valid <=1;
								rd_addr_received<=1;
							end
						end
						else  begin
							i <= i + 1 ;
							rx_valid <= 0;
						end
					end
					else begin
						rx_valid <=0;
					end
	   	 		end
	    		READ_DATA:begin
	    			if (start_to_give ==1)	begin
						rx_data <= {rx_data[8:0],MOSI};
						if (i==9) begin
							i<=0;
							start_to_give <= 0;
							if ( (rx_data[8:7]==2'b11) && (!SS_n) ) begin
								rx_valid <=1;
								rd_addr_received<=0;
							end
						end
						else  begin
							i <= i + 1 ;
							rx_valid <= 0;
						end
					end
					else begin
						rx_valid <=0;
					end
	    		end
			endcase
		end
	end
	always @(posedge clk)	begin
		if (start_to_take==1) begin
			MISO <= temp[7];
			temp <= {temp[6:0],1'b0};
			if (j == 0)	begin
				start_to_take <= 0 ;
				j <= 7;
			end
			else begin
				j <= j - 1 ;
			end
		end
		else begin
			MISO <= 0;
		end
	end
endmodule

===== flow/run.sh =====
#!/bin/bash
# OpenROAD 26Q1-2900-gdf79404cd8, Yosys 0.63+post, stock flow scripts
make -C /OpenROAD-flow-scripts/flow DESIGN_CONFIG=/design/flow/config.mk WORK_HOME=/design/flow/orfs finish

===== flow/config.mk =====
export PLATFORM = sky130hd
export DESIGN_NAME = slave
export DESIGN_NICKNAME = slave
export VERILOG_FILES = /design/flow/design.v
export SDC_FILE = /design/flow/constraint.sdc
export NUM_CORES = 4
export LEC_CHECK = 1
export CORE_AREA = 10 10 99 99
export DIE_AREA = 0 0 109 109

===== flow/constraint.sdc =====
current_design slave

set clk_period 3.9
set clk_io_pct 0.2

create_clock -name clk0 -period $clk_period [get_ports {clk}]
create_clock -name clk1 -period $clk_period [get_ports {tx_valid}]

set non_clock_inputs [all_inputs -no_clocks]
set_input_delay [expr $clk_period * $clk_io_pct] -clock clk0 $non_clock_inputs
set_output_delay [expr $clk_period * $clk_io_pct] -clock clk0 [all_outputs]

==> out/metrics.csv <==
metric;value;unit
first-pass GRT wire length;4.512;mm
pre-CTS WS;1.552;ns
Port-buffer cells;14;
EDFF count, synth;2;
area delta synth->final;21.17;%
switching power total;97.31;µW
grt ovf;0;
layout cell share with drive strength beyond 1;11.92;%
Pre-Place Util;17.21;%
Async SR Flop Fraction;12.00;%
worst rel slew slack;51.48;%
GRT Total Usage;4.498;%
Max clock buf depth;2;
PD cells;270.2;nW/µm²
syn avg cell area;9.780;µm²
total number of vias;944;
maximum fanout along the worst path;22;
Clock Pin Slew Worst Setup and Hold Paths;0.08;ns
RR Endpoint;i[2]$_SDFFE_PN0P_;
hold-critical path depth;2;
ys cells;136;
setup TNS;0;ns
Logic pwr share;7.6;%
critical path, cell by cell;clkdlybuf4s50_1 -> nand4_1 -> nor2_1;
placed cell area;1556;µm²
drt pass-1 iters;4;
fin. max-slew vios;0;
synthesized area;1330;µm²
DIE HEIGHT;109;µm
reg2reg start;cs[1]$_DFF_PN0_;
Post-Route WL;2.525;mm
YS warnings;18;
Hold-fix buffers, CTS;0;
flop2flop setup slack;1.98;ns
yosys stat area;1330;µm²
Synth cell types;43;
clock tree from TritonCTS;done;
die area;11880;µm²
Hold WC Path Type;reg2reg;
Critical Path Source;rst_n;
vias in the first global route;902;
min-delay src;rx_valid$_SDFFE_PN0P_;
Critical Path AT;2.02;ns
cell count after synthesis;136;
HPWL after DPL;1.762;mm
Hold Crit Endpoint;rx_valid$_SDFFE_PN0P_;
Ant. Diodes;0;
status;complete, no violations;
Flop pwr share;54.5;%
RSZ-0062 raised after global routing;false;
Rows;32;
register pins left without a clock;3;
Commonest flop;dfxtp_1;
power share of the clock group;38.0;%
largest net degree at the start of global routing;23;
CP Capture Type;register;
Residual DRC;0;
Final Cell Area;1612;µm²
Core Box Area;7727;µm²
Routability Congestion;0.7727;
initial antenna violation count;0;
Max-Cap Viols;0;
Final Hold Vio Count;0;
delay-heaviest family, CP;buffers and inverters;
TritonCTS buffer count;3;
number of unconstrained endpoints;3;
worst path setup slack after routing;1.861;ns
CTS root buf;clkbuf_8;
Switching Fraction;22.34;%
htree depth;1;
crit start category;input pin;
Synth flops;25;
CP max stage cell;clkdlybuf4s50_1;
Crit Path Class;in2reg;
Buf/Inv on CP;1;
WL/cell;9.980;µm
fillers;835;
Chip Width;109;µm
endpoints failing setup;0;
clk_skew;0.005883;ns
CP Data Required Time;3.88;ns
R2R cell count;5;
vias per cell;3.731;
post-CTS resize count;0;
Tool Warnings;36;
Leak;0.0006074;µW
Pint;338.2;µW
I/O Pins;25;
post-CTS setup buffer count;0;
Worst path max stage delay;0.94;ns
Routed Antenna Nets;0;
worst-margin pin slew;0.7255;ns
Peak VDD IR;145.8;µV
Starting DRT DRC Count;49;
## layout by cell type (no fill, tap or decap), types with 4 or more instances in the layout
| cell type | count |
|---|---|
| clkbuf_8 | 4 |
| clkdlybuf4s50_1 | 14 |
| conb_1 | 4 |
| dfxtp_1 | 17 |
| mux2i_1 | 11 |
| nand2_1 | 10 |
| nand3_1 | 5 |
| nor2_1 | 8 |
| nor2b_1 | 27 |
## synth_stat cells (3+ instances only)
library cell  instances  area, µm²
nor2_1                8      30.03
dfrtp_1               3      75.07
mux2i_1              11      110.1
nand2_1              10      37.54
dfxtp_1              17      340.3
buf_4                 3      22.52
o21ai_1               3      15.01
nand3_1               5      25.02
dlxtn_1               3      45.04
a21oi_1               3      15.01
nor2b_1              27      168.9
buf_6                 3      33.78
inv_1                 3      11.26
## final cells by class
cell class	instances	area [µm²]	area share, %
clock buffer	4	55.05	3.416
inverter	3	11.26	0.6988
multi-input combinational	104	749.5	46.51
sequential	25	520.5	32.30
tap	102	127.6	7.919
timing repair buffer	15	147.6	9.161
## how the worst max path moves through the flow
stage	depth (start not counted)	to
final	3	rd_addr_received$_DFFE_PP_
after global routing	3	rd_addr_received$_DFFE_PP_
after CTS	3	rd_addr_received$_DFFE_PP_
## tightest hold or removal path, cell delays in order (launching register included)
cell and delay (ns):
dfxtp_1 0.33, nand2_1 0.07, a21boi_2 0.04
## power by group through the flow
stage | Combinational, µW | Sequential [µW] | Clock [µW]
global route | 36.7 | 238 | 182
finish | 32.9 | 237 | 165
CTS | 33.5 | 237 | 171
## cell families (layout without fill, tap and decap cells)
family,after synthesis,count (layout),synth area share [%]
AND-OR/OR-AND,18,18,10.91
XOR/XNOR,2,2,1.882
adder cells (fa/ha/maj),4,4,3.480
buffers and inverters,10,22,5.362
flip-flops,22,22,35.75
latches,3,3,3.386
multiplexers,12,12,9.972
other,1,4,0.2819
AND/OR/NAND/NOR,64,64,28.98
## flip-flops by register name (all words and copies together), names as in the netlist
signal,cells
rx_data,10
i,6
cs,3
ns,3
rd_addr_received,1
rx_valid,1
start_to_give,1
## metrics by stage
stage | hold WS, ns | total power [µW] | std cells | utilization (%)
2_1_floorplan | 0.4403 | 267.2 | 139 | -
3_3_place_gp | 0.4702 | 275.8 | 249 | 20.14
3_5_place_dp | 0.4772 | 275.9 | 249 | 20.14
4_1_cts | 0.4889 | 442.2 | 253 | 20.85
5_1_grt | 0.5279 | 457.1 | 253 | 20.85
6_report | 0.4877 | 435.5 | 253 | 20.85
## routing by layer
metal | track usage [%] | up-vias | share of wire, %
met5 | 0 | - | 0
met3 | 1.613 | 2 | 6.4
met4 | 0.6591 | 0 | 0.95
li1 | - | 487 | -
met2 | 6.727 | 10 | 46
met1 | 6.255 | 445 | 47
Power figures rest on the tool's default switching activity, not on a simulated workload.
